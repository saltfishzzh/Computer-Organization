File: design/flow/design.v
`timescale 1ns / 1ps
module Regs(
	input clk, rst, L_S,
	input [4:0] R_addr_A, R_addr_B, Wt_addr,
	input [31:0] Wt_data,
	output [31:0] rdata_A, rdata_B 
    );
	reg [31:0] register [1:31]; 
	integer i;
	assign rdata_A = (R_addr_A == 0) ? 0 : register[R_addr_A]; 
	assign rdata_B = (R_addr_B == 0) ? 0 : register[R_addr_B];
	always @(posedge clk or posedge rst)
	begin 
		if (rst==1) for (i=1; i<32; i=i+1) register[i] <= 0;
		else if ((Wt_addr != 0) && (L_S == 1)) register[Wt_addr] <= Wt_data;
	end
endmodule
File: design/flow/constraint.sdc
current_design Regs

set clk_period 10.8
set clk_io_pct 0.2

create_clock -name clk0 -period $clk_period [get_ports {clk}]

set non_clock_inputs [all_inputs -no_clocks]
set_input_delay [expr $clk_period * $clk_io_pct] -clock clk0 $non_clock_inputs
set_output_delay [expr $clk_period * $clk_io_pct] -clock clk0 [all_outputs]
File: design/flow/run.sh
#!/bin/bash
# OpenROAD 26Q1-2900-gdf79404cd8, Yosys 0.63+post, stock flow scripts
make -C /OpenROAD-flow-scripts/flow DESIGN_CONFIG=/design/flow/config.mk WORK_HOME=/design/flow/orfs finish
File: design/flow/config.mk
export PLATFORM = sky130hd
export DESIGN_NAME = Regs
export DESIGN_NICKNAME = Regs
export VERILOG_FILES = /design/flow/design.v
export SDC_FILE = /design/flow/constraint.sdc
export NUM_CORES = 4
export LEC_CHECK = 1
export CORE_UTILIZATION = 30
==> GITHUB_STEP_SUMMARY <==
### Flow metrics

| Metric | Value |
|---|---|
| Horiz. Die Dim | 408 microns |
| Clk sinks | 992 |
| Max-cap violations | 0 |
| Clk Latency, worst-skew pair | 0.72 ns |
| DP HPWL | 151 mm |
| PostCTS Resize Cnt | 0 |
| Gr ovfl total | 0 |
| Arrival time worst endpoint | 6.82 ns |
| Hold Crit Start | register[14][20] |
| Worst Tran Pin Value | about 1.1 ns |
| Seq share, synth | 50.2% |
| Reg2Reg Launch Point | register[24][21] |
| Startpoint Class | input pin |
| Hold Path End | register[14][20] |
| Fin Hold WS | 0.522 ns |
| Worst-path clk slew | 0.06 ns |
| DRT iter0 DRCs | 5665 |
| Largest registers | register: 992 flops |
| Root Buffer | clkbuf_16 |
| Crit path DRT | 8.64 ns |
| R2r setup slk | 9.79 ns |
| Input/output buffers | 113 |
| Max reg flops | 992 |
| Area Growth Syn to Fin | 16.0% |
| Status | finished clean |
| RSZ-0062 raised after global routing | false |
| Placed cells | roughly 6300 |
| Sequential power share | between 40% and 50% |
| Yosys warning tally | 2 |
| Final Hold Fails | 0 |
| Max Freq | 0.111 GHz |
| Clock Power Share | 37.3% |
| Worst path cell trace | clkdlybuf4s50_1, buf_4, or3b_1, nor2_4, buf_4, a22oi_1, nand3_1, nor3_1, a31oi_1, clkdlybuf4s50_1 |
| Cell internal pwr | 7.53 mW |
| Core ar. | 163000 sq um |
| FP Rows | 148 |
| Slew HR | 23.5% |
| CP Launch Point | R_addr_A[3] |
| Final Setup Violations | 0 |
| Distinct lib cells used | about 63 |
| Tool Warnings | a little over 40 |
| Synthesized area | 49500 sq um |
| Total Power | 10.6 mW |
| Filler cell count | 15713 |
| Pin count of the biggest net entering global routing | 127 |
| Final Cycle Share | 83.1% |
| Die Y-Extent | 408 microns |
| Clock Path Buffers | 3 |
| Drt via density | 6.68 |
| Leakage | 24.3 nW |
| Reg2Reg Depth | 1 |
| Initial antenna violation count | 12 |
| I/O pin count | 114 |
| P per Cell Area | 185 nW/um^2 |
| Non-filler cells, final | 6491 |
| Layout cells sized above 1 | 34.4% |
| Worst Skew | 0 ns |
| Combinational power share | 13.9% |
| Routed len/inst | approximately 39 microns |
| Ys flops | 992 |
| Hold path depth | 1 |
| VDD IR max | 0.154 mV |
| Sw frac | around 29% |
| Flip-flops with a built-in enable | 0 |
| Worst path slowest cell | clkdlybuf4s50_1 |
| Antenna viol nets, final | 0 |
| Chip Area, Yosys | 49500 sq um |
| H-Tree Level Count | 3 |
| Critical path's largest stage delay | 0.91 ns |
| Setup Buffers After CTS | 0 |
| Hold crit path type | register to register |
| CTS Hold Bufs | 0 |
| Vias in the first global route | 42558 |
| Flop area | roughly 25000 sq um |
| Crit-path max FO | 21 |
| RePlAce Congestion | roughly 1.1 |
| Pins Over Slew Limit | 0 |
| Top reg by flops | register |
| CTS tree | yes |
| Async SR Flop Fraction | 100% |
| Logic area | 23200 sq um |
| Crit Path Category | input pin to primary output |
| Worst r2r dst | register[24][21] |
| Critical Path End Type | primary output |
| First-pass GRT wire length | 347 mm |
| Routed via count | 43373 |
| Pre-Place Util | 30.3% |
| P_sw | 3.07 mW |
| Ys cells | ~4200 |
| Main flop type | dfrtp_1 |
| CTS Buf Count | 108 |
| Routed wire length | 253 mm |
| Drt pass-1 iters | 14 |
| Syn Area/Cell | 11.8 sq um |
| Tot GR Track Use | slightly above 30% |
| Crit path time final | 8.98 ns |
| DRC Markers | 0 |
| DIE AREA | about 170000 sq um |
| Synthesized instance count | 4196 |
## placed cells by master, fill, tap and decap left out, types with 10 or more instances in the layout
cell type        synthesis  routed
a21oi_1                165     165
a221oi_1                20      20
a222oi_1                45      45
a22o_1                  17      17
a22oi_1                788     788
a31oi_1                 23      23
and3_1                  11      10
buf_4                   27     213
bufinv_16                0      11
clkbuf_1               175      26
clkbuf_16                0     110
clkbuf_8                 0      28
clkdlybuf4s50_1          0     110
clkinv_2                 0      10
dfrtp_1                992     992
diode_2                  0      14
mux2_2                 988     988
nand2_1                196     187
nand2_2                  1      10
nand2b_1                11      10
nand3_1                 63      63
nand4_1                100     100
nor2_1                 117      65
nor2_4                   4      67
nor3_1                  68      68
nor4_1                  17      17
o21ai_0                 19      19
## cell usage after synthesis, types with 4 or more instances
| library cell | n | area, sq um |
|---|---|---|
| nand2_1 | 196 | 736 |
| nor4_1 | 17 | 106 |
| buf_4 | 27 | 203 |
| or3_1 | 6 | 37.5 |
| mux2i_1 | 8 | 80.1 |
| nand3b_1 | 7 | 52.6 |
| nand2b_1 | 11 | 68.8 |
| mux2_1 | 9 | 101 |
| nor2_1 | 117 | 439 |
| and2_1 | 4 | 25.0 |
| buf_6 | 5 | 56.3 |
| nor3_1 | 68 | 340 |
| dfrtp_1 | 992 | 24800 |
| clkbuf_1 | 175 | 657 |
| nor2b_1 | 9 | 56.3 |
| a32oi_1 | 7 | 61.3 |
| or3b_1 | 4 | 35.0 |
| a31oi_1 | 23 | 144 |
| o21ai_0 | 19 | 95.1 |
| nor2_2 | 12 | 75.1 |
| buf_2 | 184 | 921 |
| o211ai_1 | 7 | 52.6 |
| a22oi_1 | 788 | 5920 |
| and3_1 | 11 | 68.8 |
| a2111oi_0 | 4 | 35.0 |
| mux2_2 | 988 | 11100 |
| a22o_1 | 17 | 149 |
| a221oi_1 | 20 | 175 |
| nor2_4 | 4 | 45.0 |
| nand3_1 | 63 | 315 |
| buf_1 | 32 | 120 |
| nand4_1 | 100 | 626 |
| a21oi_1 | 165 | 826 |
| inv_1 | 6 | 22.5 |
| a222oi_1 | 45 | 450 |
## kinds of logic after synthesis
group / synth area share, %
muxes: 22.9
buffers and inverters: 4.01
AOI/OAI and AO/OA: 16.2
DFF: 50.2
and+or+nand+nor: 6.71
## power groups by stage
stage	Clock, mW	Sequential (mW)	Combinational (mW)
5_1_grt	4.09	5.24	1.57
4_1_cts	3.96	5.14	1.45
6_report	3.95	5.18	1.47
## critical path, delay by kind of cell
kind            cells  cell delay (ns)
compound gates      2             0.72
buf+inv             4             2.44
simple gates        4             1.44
## worst max-delay path by stage
stage,endpoint
finish,rdata_A[26]
global route,rdata_A[26]
CTS,rdata_A[26]
## per-layer routing
layer	global-route usage, %	vias to the layer above	share of wire, %
li1	-	16179	-
met1	37.4	21718	35
met2	40.3	4073	39
met3	20.4	1385	17
met4	18.2	18	8.2
met5	0.805	-	0.092
## final cells by class
cell class / count / area share [%]
Multi-Input combinational cell: 2774 / 40.4
Sequential cell: 992 / 43.3
Antenna cell: 14 / 0.0611
Clock inverter: 35 / 0.877
Tap cell: 2175 / 4.74
Timing Repair Buffer: 330 / 4.92
Clock buffer: 164 / 5.64
Inverter: 7 / 0.0523
## through the flow
stage,worst slack [ns],utilization [%],area [sq um],TNS [ns]
5_1_grt,1.80,35.1,57300,0
3_3_place_gp,2.15,32.8,53600,0
6_report,1.82,35.2,57400,0
2_1_floorplan,-5.03,-,49500,-4986.12
4_1_cts,2.11,35.1,57300,0
3_5_place_dp,2.10,32.8,53600,0
Power and IR drop assume default switching activity.
