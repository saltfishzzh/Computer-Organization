==> flow/design.v <==
`timescale 1ns / 1ps
module regs(
	input clk, rst, we,
	input [4:0] reg_Rd_addr_A, reg_Rt_addr_B, reg_Wt_addr,
	input [31:0] wdata,
	output [31:0] rdata_A, rdata_B );
	reg [31:0] register [1:31]; 
	integer i;
	assign rdata_A = (reg_Rd_addr_A == 0) ? 0 : register[reg_Rd_addr_A]; 
	assign rdata_B = (reg_Rt_addr_B == 0) ? 0 : register[reg_Rt_addr_B];
	always @(posedge clk or posedge rst)
	begin 
		if (rst==1) for (i=1; i<32; i=i+1) register[i] <= 0;
		else if ((reg_Wt_addr != 0) && (we == 1)) register[reg_Wt_addr] <= wdata;
	end
endmodule
==> flow/run.sh <==
#!/bin/bash
# OpenROAD 26Q1-2900-gdf79404cd8, Yosys 0.63+post, stock flow scripts
make -C /OpenROAD-flow-scripts/flow DESIGN_CONFIG=/design/flow/config.mk WORK_HOME=/design/flow/orfs finish
==> flow/config.mk <==
export PLATFORM = sky130hd
export DESIGN_NAME = regs
export DESIGN_NICKNAME = regs
export VERILOG_FILES = /design/flow/design.v
export SDC_FILE = /design/flow/constraint.sdc
export NUM_CORES = 4
export LEC_CHECK = 1
export CORE_UTILIZATION = 40
==> flow/constraint.sdc <==
current_design regs

set clk_period 10.8
set clk_io_pct 0.2

create_clock -name clk0 -period $clk_period [get_ports {clk}]

set non_clock_inputs [all_inputs -no_clocks]
set_input_delay [expr $clk_period * $clk_io_pct] -clock clk0 $non_clock_inputs
set_output_delay [expr $clk_period * $clk_io_pct] -clock clk0 [all_outputs]
==> job_summary.md <==
## PnR job results

| Metric | Value |
|---|---|
| Clk latency late pin | `0.71 ns` |
| RSZ-0062 raised after global routing | `false` |
| Hold Crit Class | `register to register` |
| Crit path from | `reg_Rt_addr_B[4]` |
| Vias in the first global route | `42000` |
| Hold Violations, Final | `0` |
| # IOs | `114` |
| Period utilization | `a little under nine tenths` |
| IO Port Bufs | `113` |
| Root Buffer | `clkbuf_16` |
| Clk_skew | `0 ns` |
| YS chip area | `just under 0.05 mm^2` |
| CP bufs+invs | `3` |
| FF-to-FF path depth | `1` |
| TritonCTS Buffers | `about 110` |
| Synth warn | `2` |
| Core ar. | `0.122 mm^2` |
| Clock sinks | `992` |
| CTS tree | `done` |
| Crit path cell chain | `clkdlybuf4s50_1, nand2_1, nor2_4, buf_4, a22oi_1, o21ai_0, nor4_1, a21oi_1, clkdlybuf4s50_1` |
| Critical Path Start Type | `input pin` |
| MaxCap Viol Count | `0` |
| Slew Limit Fails | `0` |
| Synth top cell by count | `dfrtp_1` |
| Max Freq | `109 MHz` |
| Cts hold-fix bufs | `0` |
| DRT Wirelength | `246 mm` |
| Max reg flops | `992` |
| Synth-to-layout area growth | `14.5%` |
| Number of cells in Yosys stat | `4196` |
| Lkg Pwr | `between 20 and 25 nW` |
| Wire per inst | `41.4 um` |
| Final setup fails | `0` |
| Seq share, synth | `50.2%` |
| CP delay by family, top | `buffers and inverters` |
| Gpl congestion | `~1.0` |
| Biggest register | `register` |
| Largest net degree at the start of global routing | `127` |
| Pre-CTS setup slack | `slightly below 2 ns` |
| Vias per cell | `~7.3` |
| Die H | `354 um` |
| Post-CTS sizing | `0` |
| Clock transition at the registers of the reported paths | `0.06 ns` |
| Synth Cell Area | `between 0.04 and 0.05 mm^2` |
| Min Tclk post-route | `9.21 ns` |
| Synth area leaders | `dfrtp_1 50%, mux2_2 22%, a22oi_1 12%, buf_2 1.9%, a21oi_1 1.7%` |
| Setup Fix Bufs, Post-CTS | `0` |
| Post-synth ARST share | `100%` |
| Rel. slew slack | `23.0%` |
| Hold Crit Endpoint | `register[28][12]` |
| Htree depth | `3` |
| Filler instances | `10900` |
| Max Buffers Root-to-Sink | `3` |
| Antenna viol nets, final | `0` |
| Router iterations before antenna repair | `10` |
| Die Width | `354 um` |
| Synth flops | `a little under 1000` |
| Worst-Margin Slew | `1.15 ns` |
| Crit path DRT | `8.64 ns` |
| Synth unique cells | `between 60 and 70` |
| Cells after Synth | `4196` |
| Cell mode on critical path | `clkdlybuf4s50_1` |
| DRT iter0 DRCs | `6336` |
| Gr usage total | `40.5%` |
| Total gr overflow | `0` |
| Power, Total | `10.5 mW` |
| Share of layout cells above drive strength 1 | `34.6%` |
| Hold WS | `0.520 ns` |
| Synth Area per Inst | `11.8 um^2` |
| Log Warnings | `46` |
| # DRC | `0` |
| CP endpoint kind | `primary output` |
| Rows | `128` |
| Initial core utilization | `roughly two fifths` |
| Via count | `43200` |
| Post-synth top cells | `992 x dfrtp_1, 988 x mux2_2, 788 x a22oi_1` |
| Setup ws final | `1.59 ns` |
| Initial antenna violation count | `15` |
| Crit-path slowest cell | `clkdlybuf4s50_1` |
| Power per cell area | `186 mW/mm^2` |
| Most common reg cell | `dfrtp_1` |
| Reg2reg setup slack | `roughly 10 ns` |
| RR Startpoint | `register[24][21]` |
| CP max FO | `18` |
| Worst vdd ir | `0.157 mV` |
| Terminus of the critical flop-to-flop path | `register[24][21]` |
| First-pass GRT wire length | `339 mm` |
| Top cell area share | `about half` |
| Dpl hpwl | `146 mm` |
| Hold Crit Start | `register[28][12]` |
| Flip-flops with a built-in enable | `0` |
| Status | `complete, no violations` |
| Crit path largest cell delay | `1.02 ns` |
| Critical Path AT | `7.05 ns` |
| Crit path kind | `input pin to primary output` |
| Yosys top cell by area | `dfrtp_1` |
| Biggest regs | `register x992` |
| Hold-critical path depth | `1` |
| Die area | `0.125 mm^2` |
## cells in the final DEF (no fill, tap or decap), types with 68 or more instances in the layout
cell type / synthesis / routed
mux2_2: 988 / 988
clkbuf_16: 0 / 107
clkdlybuf4s50_1: 0 / 110
nand2_1: 196 / 187
a21oi_1: 165 / 165
buf_4: 27 / 209
nor3_1: 68 / 68
a22oi_1: 788 / 788
nand4_1: 100 / 100
dfrtp_1: 992 / 992
## logic make-up (layout without fill, tap and decap cells)
family	Yosys count	count (layout)	synth area share, %
AND-OR/OR-AND	1111	1111	16.2
buffers and inverters	430	532	4.01
flip-flops	992	992	50.2
multiplexers	1005	1005	22.9
other	0	17	0
AND/OR/NAND/NOR	658	658	6.71
## worst max path at each step
stage,end,cells after the start
global route,rdata_B[17],9
CTS,rdata_B[29],9
finish,rdata_B[29],9
## power by group
group	total (mW)	internal, mW	switching (mW)
Clock	3.90	2.27	1.63
Combinational	1.45	0.769	0.681
Sequential	5.16	4.44	0.726
Total	10.5	7.48	3.03
## layout make-up
type	count	area [um^2]	area share, %
flip-flops and latches	992	24800	43.8
well taps	1625	2030	3.59
inverters	7	30.0	0.0530
repair buffers	327	2820	4.97
diodes	17	42.5	0.0751
multi-input cells	2774	23200	41.0
clock buffers	149	3070	5.41
clock inverters	49	629	1.11
## layer usage
layer  global-route usage [%]  vias up  share of wire (%)
li1                         -    16200                  -
met1                     50.6    21600                 34
met2                     54.5     3961                 40
met3                     23.5     1448                 17
met4                     24.3       25                8.9
met5                     1.85        -               0.14
## metrics by stage
step	util (%)	std cells	cell area, um^2	setup TNS, ns
CTS	46.3	5923	56600	0
detailed placement	43.3	5725	52900	0
finish	46.3	5940	56600	0
global placement	43.3	5725	52900	0
global route	46.3	5924	56600	0
floorplan	-	4196	49500	-4986.12
Power is estimated from default activity; no workload was simulated.
